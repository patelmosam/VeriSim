**design/flow/design.v**
```verilog
module mux32_4_2(
    input [31:0] in1,
    input [31:0] in2,
    input [31:0] in3,
    input [31:0] in4,
    input [1:0] sel,
    output reg [31:0] out
);
always @(*)
begin
  case(sel)
    2'b00 : out = in1;
    2'b01 : out = in2;
    2'b10 : out = in3;
    2'b11 : out = in4;
  endcase
end
endmodule
```
**design/flow/run.sh**
```bash
#!/bin/bash
# OpenROAD 26Q1-2900-gdf79404cd8, Yosys 0.63+post, stock flow scripts
make -C /OpenROAD-flow-scripts/flow DESIGN_CONFIG=/design/flow/config.mk WORK_HOME=/design/flow/orfs finish
```
**design/flow/config.mk**
```make
export PLATFORM = sky130hd
export DESIGN_NAME = mux32_4_2
export DESIGN_NICKNAME = mux32_4_2
export VERILOG_FILES = /design/flow/design.v
export SDC_FILE = /design/flow/constraint.sdc
export NUM_CORES = 4
export LEC_CHECK = 1
export CORE_AREA = 10 10 95 95
export DIE_AREA = 0 0 105 105
```
**design/flow/constraint.sdc**
```tcl
current_design mux32_4_2

set clk_period 1.5
set clk_io_pct 0.2

create_clock -name clk0 -period $clk_period

set non_clock_inputs [all_inputs -no_clocks]
set_input_delay [expr $clk_period * $clk_io_pct] -clock clk0 $non_clock_inputs
set_output_delay [expr $clk_period * $clk_io_pct] -clock clk0 [all_outputs]
```
==> flow_summary.yaml <==
# implementation run metrics
layout:
  seqCellArea_um2: 0
  nClkBuffers: 0
  drive_above_1_share_pct: 38.2
  stdcell_area_um2: 2390
  syn2layout_area_growth_pct: 193
  num-fill-cells: 751
  n_sequential_cell: 0
logic_synthesis:
  synth_cell_types: 5
  synthCells: 39
  ys_cells: 39
  yosysChipArea_um2: 815
  yosysWarningCount: 1
  syn_avg_cell_area_um2: 20.9
  ys_seq_share_pct: 0
  syn_area_um2: 815
final_timing:
  rsz0062_at_grt: "true"
  timing.hold.ws_ns: 1.08
  setup_slack_ns: -0.0595
  relSlewSlack_pct: 89.5
  period_used_pct: 104
  max_freq_mhz: 641
  worst_slew_pin_slew_ns: 0.159
  fin_crit_ns: 1.56
  final-setup-viol-count: 19
  finalHoldViolCount: 0
  slew_violations: 0
floorplanning:
  core_region_area_um2: 6910
  die_h_um: 105
  fp-utilization_pct: 11.8
  fp.dieW_um: 105
  rows: 30
  dieArea_um2: 11000
  io_pins: 162
run:
  cap_violations: 0
  warnings: 34
critical_path:
  cp-end-kind: "primary output"
  crit_required_ns: 1.20
  path_class: "primary input to primary output"
  cp_max_fo: 5
  crit_path_start_kind: "primary input"
  cp_data_arrival_time_ns: 1.26
power_and_ir_drop:
  swShare_pct: 27.7
  p_switching_uw: 163
  p_per_area_nw_per_um2: 246
  seqPwrFrac_pct: 0
  vdd_drop_max_uv: 128
  p_comb_share_pct: 100.0
  p_int_uw: 424
  clock_power_share_pct: 0
  power.leakage_nw: 1.13
detailed_routing:
  ant_nets: 0
  routed_wl_mm: 6.88
  first_pass_iters: 3
  avgViaCountPerCell: 3.96
  drt-wirelength-per-cell_um: 22.6
  dr_total_vias: 1205
  drt_iter0_drc: 21
  drc: 0
placement:
  io_buffers: 162
  globalplace.congestion: 0.839
  dpl.hpwl_mm: 6.16
  dpl_cell_area_um2: 2520
global_route:
  met2_usage_pct: 21.4
  antenna_found_initial: 1
  grt_pass1_vias: 1517
  grt_use_total_pct: 11.9
  grt_util_met1_pct: 14.0
  grt_use_met3_pct: 4.53
  grt_max_degree: 17
  grt_overflow: 0
  grt_pass1_wl_mm: 10.1
  busiest_layer: "met2"
status:
  violations: "negative setup slack"
  outcome: "finished with violations"
worst_hold_path:
  hold_path.class: "primary input to primary output"
-- layout by cell type (no fill, tap or decap) --
master and n:
buf_12 5, mux4_2 32, buf_8 1, buf_16 2
clkbuf_16 1, buf_4 2, diode_2 1, buf_6 5
dlygate4sd2_1 128, buf_2 31
-- cells by family (layout without fill, tap and decap cells) --
group / count (synthesis) / after routing / share of synthesized area, %
buffers and inverters: 7 / 175 / 10.6
multiplexers: 32 / 32 / 89.4
other: 0 / 1 / 0
-- area by class of cell --
type	instances	area, um2	share of cell area [%]
multi-input cells	32	721	30.2
diodes	1	2.50	0.105
repair buffers	175	1540	64.7
well taps	96	120	5.03
-- power by group through the flow --
stage	Sequential, mW	Clock, mW	Combinational (mW)
after CTS	0	0	0.590
final	0	0.0000000891	0.587
after global routing	0	0.0000000891	0.636
-- worst max-delay path: stages --
cell and delay [ns]:
buf_12 0.09, buf_12 0.11, clkbuf_16 0.14, mux4_2 0.49, buf_2 0.13
-- path summary, 6_finish.rpt --
path    start      end  slack (ns)  cells past startpoint
max    sel[0]   out[7]       -0.06                      5
min   in1[24]  out[24]        1.08                      3
-- stage by stage --
stage               worst slack, ns  std cells  total power, mW  setup TNS [ns]  util [%]
finish                      -0.0595        304            0.587          -0.766      34.5
global route                -0.0979        304            0.636           -1.57      34.5
CTS                         -0.0849        301            0.590          -0.670      33.9
detailed placement           -0.643        293            0.745          -19.27      36.6
global placement             -0.645        293            0.742          -19.22      36.6
floorplan                     0.183         39            0.189               0         -
-- timing repair --
item,CTS,global route
pin swaps,0,0
endpoints found under the hold margin,0,0
hold buffers,0,0
setup buffers,6,1
setup endpoints to repair,32,26
gates resized,251,0
gates cloned,2,1
-- cell usage after synthesis --
library cell	number	share of area, %
buf_2	3	1.8
buf_12	3	7.4
mux4_2	30	83
mux4_1	2	6.5
buf_6	1	1.4
-- per-layer routing --
layer,vias up,part of all wire [%]
li1,544,-
met4,0,0
met3,0,9.6
met5,-,0
met1,569,39
met2,92,52
Power and IR drop assume default switching activity.
